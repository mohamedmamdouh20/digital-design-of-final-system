==> ./design.v <==
module RegFile #(parameter WIDTH = 8, DEPTH = 16, ADDR = 4 )
(
input    wire                CLK,
input    wire                RST,
input    wire                WrEn,
input    wire                RdEn,
input    wire   [ADDR-1:0]   Address,
input    wire   [WIDTH-1:0]  WrData,
output   reg    [WIDTH-1:0]  RdData,
output   reg                 RdData_VLD,
output   wire   [WIDTH-1:0]  REG0,
output   wire   [WIDTH-1:0]  REG1,
output   wire   [WIDTH-1:0]  REG2,
output   wire   [WIDTH-1:0]  REG3
);
integer I ; 
reg [WIDTH-1:0] regArr [DEPTH-1:0] ;    
always @(posedge CLK or negedge RST)
 begin
   if(!RST)   
    begin
	 RdData_VLD <= 1'b0 ;
	 RdData     <= 'b0 ;
      for (I=0 ; I < DEPTH ; I = I +1)
        begin
		 if(I==2)
          regArr[I] <= 'b100000_00 ;
		 else if (I==3) 
          regArr[I] <= 'b0010_0000 ;
         else
          regArr[I] <= 'b0 ;		 
        end
     end
   else if (WrEn && !RdEn)  
     begin
      regArr[Address] <= WrData ;
     end
   else if (RdEn && !WrEn)  
     begin    
       RdData <= regArr[Address] ;
	   RdData_VLD <= 1'b1 ;
     end  
   else
     begin
	   RdData_VLD <= 1'b0 ;
     end	 
  end
assign REG0 = regArr[0] ;
assign REG1 = regArr[1] ;
assign REG2 = regArr[2] ;
assign REG3 = regArr[3] ;
endmodule
==> ./run.sh <==
#!/bin/bash
# OpenROAD 26Q1-2900-gdf79404cd8, Yosys 0.63+post, stock flow scripts
make -C /OpenROAD-flow-scripts/flow DESIGN_CONFIG=/design/flow/config.mk WORK_HOME=/design/flow/orfs finish
==> ./config.mk <==
export PLATFORM = sky130hd
export DESIGN_NAME = RegFile
export DESIGN_NICKNAME = RegFile
export VERILOG_FILES = /design/flow/design.v
export SDC_FILE = /design/flow/constraint.sdc
export NUM_CORES = 4
export LEC_CHECK = 1
export CORE_UTILIZATION = 30
==> ./constraint.sdc <==
current_design RegFile

set clk_period 2.0
set clk_io_pct 0.2

create_clock -name clk0 -period $clk_period [get_ports {CLK}]

set non_clock_inputs [all_inputs -no_clocks]
set_input_delay [expr $clk_period * $clk_io_pct] -clock clk0 $non_clock_inputs
set_output_delay [expr $clk_period * $clk_io_pct] -clock clk0 [all_outputs]
==> notes.org <==
* Flow results

** Run status
- Run status :: completed

** Setup path
- Critical path launch point :: RdEn
- Of all nets on the critical path, the largest fanout is 5.
- For this run, the slowest stage of the critical path takes 460 ps.
- By instance count, the cell type seen most on the critical path is buf_4.
- The data arrival time reported for the critical path is 2150 ps.
- Critical Setup Path Class :: in2reg
- Slowest cell on crit path :: clkdlybuf4s50_1
- Data on the critical path is required at its endpoint by 2300 ps.
- Sort of element at the start of the critical path :: input port
- Launch point of the worst reg-to-reg path :: regArr[15][6]
- The signal on the critical path passes through clkdlybuf4s50_1, nand2b_1, buf_4, nor3_2, buf_4, mux2_2.
- CP endpoint kind :: flip-flop

** Drt
- Using the TritonRoute via totals, the vias-per-cell ratio works out to 5.097.
- Wire length on met2 :: 7.709 mm
- Per the post-route antenna check, the number of violating nets is 0.
- Per the log, the first TritonRoute iteration ended with a DRC count of 354.
- In the routed netlist, the antenna diode instances number 0.
- Detailed route wirelength on metal3 :: 1.407 mm
- Total Routed Length :: 16.82 mm
- Top layer in use :: met4
- Final routed DRC violation total :: 0
- Detailed-route wire length on metal 1 :: 7.431 mm
- Before antenna repair, the detailed router went through 5 iterations.
- The script logs the mean routed wire length per placed instance as 19.13 µm.
- Detailed routing inserted a total of 4480 vias.

** Logic synthesis
- Cell types occupying the most area after synthesis :: dfrtp_1 (54%), mux2_2 (23%), mux2i_1 (3.5%), mux4_2 (1.8%), a221oi_1 (1.5%)
- In this run, synthesis inferred 0 flip-flops with an integrated enable.
- Portion of synthesized cell area occupied by the leading cell type :: 0.5365
- The Yosys step of the flow raised 2 warnings.
- Synthesized area per cell :: 13.34 µm²
- For this run, the chip area from Yosys synthesis comes to 0.006297 mm².
- Gate Count Post-Synth :: 472
- In this run, distinct cell masters in the synthesized netlist total 41.
- Netlist area before placement :: 0.006297 mm²
- Ys flop type :: dfrtp_1
- Flop and latch count out of synthesis :: 137
- Of the synthesized area, sequential elements account for 0.5448.
- After synthesis, the share of flip-flops with an asynchronous set or reset is 1.000.
- Cell type with the largest total area :: dfrtp_1
- Cell count listed in synth_stat.txt :: 472

** Final timing
- Setup clock skew after layout :: 4.036 ps
- The pin closest to its max-slew limit shows a slew of 663.1 ps.
- Post-route period utilization is reported as 0.9251.
- Number of pins exceeding their max-slew limit in the final report :: 0
- Setup slack closes at 149.8 ps.
- Total setup violations reported at the end of the flow :: 0
- Min cycle time layout :: 1850 ps
- Achievable Freq :: 540.5 MHz
- Worst hold slack :: 480.8 ps
- Max-slew headroom at the worst pin :: 0.5545
- Per the final timing report, the hold violations number 0.
- Setup repair after global routing left no endpoint under its margin.

** Floorplanning
- The region available for standard cell placement spans 0.02043 mm².
- The die covers 0.02157 mm².
- For reference, the placement row count at floorplan is 52.
- Die extent in x :: 146.9 µm
- Top Ports :: 57
- Initial standard-cell utilization of the core :: 0.3082
- Die H :: 146.9 µm

** Pwr
- Per the power-grid run, VDD falls by no more than 0.0005538 V.
- In this run the static leakage power is 0.003711 µW.
- Overall Power :: 8179 µW
- Total power normalized to cell area comes to 975.3 mW/mm².

** Final layout
- The library cells used most frequently in the layout, excluding fill and tap cells, are dfrtp_1 (135), mux2_2 (129), buf_4 (70), clkdlybuf4s50_1 (53).
- The final report lists a non-filler cell total of 879.
- Fill cell count :: 1900
- Summed area of non-filler cells in the final layout :: 0.008387 mm²
- Signed area change from the synthesized netlist to the final layout :: 33.18%
- Of the cells placed in the final design, the portion with a size suffix greater than 1 is 0.4286.
- Dominant logic cell type in the layout :: dfrtp_1

** Clock network
- TritonCTS built the clock tree.
- Root buffer cell :: clkbuf_16
- For reference, the clock transition at the flip-flops on the worst setup and hold paths is 60 ps.
- Buffer depth of the longest clock path :: 2
- Clk sink count :: 137
- TritonCTS created 17 clock buffers.
- At the later pin of the worst-skew pair, clock insertion delay measures 410 ps.
- Post-CTS setup-driven buffer insertion count :: 0
- The H-tree was split into 4 levels.

** Global routing
- The number of global-route vias before repair is 4703.
- Global-route wire length before repair :: 27.44 mm
- Entering global routing, the biggest net connects 44 pins.
- Summed over all routing layers, the global router reports a total usage of 0.1724.
- The initial antenna violation count is 0.
- GRT Residual Overflow :: 0

** Placement
- DP Wirelength :: 11.81 mm
- The count of buffers added on input and output ports is 56.
- Placed cell count :: 846
- Per the gpl log, the routability congestion estimate is 0.8978.
- The pre-CTS setup check shows a worst slack of -382.7 ps.
- The post-placement cell area is 0.007739 mm².

** Hold path
- The tightest min-delay check is of the reg2reg type.
- Launch point of the worst hold path :: RdData_VLD

** Flow run
- The number of maximum-capacitance violations recorded for the run is 0.
- Number of warnings in the stage logs :: 25
==> final cells by class <==
type | count | area, µm² | share of cell area
tap | 270 | 337.8 | 0.04028
inverter | 2 | 7.507 | 0.0008951
timing repair buffer | 138 | 1314 | 0.1566
clock buffer | 19 | 452.9 | 0.05401
clock inverter | 12 | 148.9 | 0.01775
sequential | 137 | 3431 | 0.4091
multi-input combinational | 301 | 2695 | 0.3213
==> cell usage after synthesis (all sizes together) (5+ instances only) <==
cell    instances
nand2          22
o21ai          12
mux2i          22
a31oi           9
mux2          130
nand3           9
a221oi         11
a22o            6
o22ai          15
nor2b           8
nor2           10
buf            13
nor3            7
a21oi           9
mux4            5
dfrtp         135
nand2b          6
clkbuf         19
==> repair_timing <==
action	in CTS	in global routing
resized	0	3
hold buffers	2	0
setup endpoints to repair	0	31
hold endpoints to repair	43	0
==> flip-flops by register name, summed over array words and instances (netlist names) <==
signal      cells
regArr        128
RdData          8
RdData_VLD      1
==> metal layers <==
metal,vias up,track usage
li1,2028,-
met1,2268,0.2596
met2,162,0.2583
met3,22,0.05357
met4,0,0.02344
met5,-,0
==> report_power, final <==
part / switching (µW) / internal (µW) / leakage [µW]
clock network: 1150 / 2010 / 0.000299
logic: 489 / 889 / 0.00167
registers: 331 / 3310 / 0.00174
total: 1970 / 6210 / 0.00371
==> final timing paths <==
path | endpoint | slack [ps] | depth (start not counted)
worst max-delay path | regArr[11][2] | 150 | 6
worst min-delay path | RdData_VLD | 480 | 2
min in group asynchronous | regArr[2][7] | 570 | 2
worst max register to register | RdData[6] | 350 | 6
worst min register to register | RdData_VLD | 480 | 2
max in group asynchronous | regArr[5][0] | 1170 | 3
==> worst max-delay path, delay by kind of cell <==
family,cells,cell delay [ps]
AND/OR/NAND/NOR,2,510
multiplexers,1,340
buffers and inverters,3,890
==> kinds of logic after synthesis <==
kind of cell    after synthesis  share of synthesized area
mux                         157                     0.2853
flops                       137                     0.5448
compound gates               72                    0.07868
simple gates                 72                    0.06358
buf+inv                      34                    0.02762
==> metrics by stage <==
step | TNS, ps | util
after floorplan | 0 | -
after global placement | -25270 | 0.3788
after detailed placement | -25770 | 0.3788
after CTS | 0 | 0.4101
after global routing | 0 | 0.4105
final | 0 | 0.4105
Power is estimated from default activity; no workload was simulated.
