==> ./design.v <==
module Async_fifo #(
  parameter D_SIZE = 16 ,                          
  parameter F_DEPTH = 8  ,                         
  parameter P_SIZE = 4                             
)
 (
   input                    i_w_clk,               
   input                    i_w_rstn,              
   input                    i_w_inc,               
   input                    i_r_clk,               
   input                    i_r_rstn,              
   input                    i_r_inc,               
   input   [D_SIZE-1:0]     i_w_data,              
   output  [D_SIZE-1:0]     o_r_data,              
   output                   o_full,                
   output                   o_empty                
);
wire [P_SIZE-2:0] r_addr , w_addr ;
wire [P_SIZE-1:0] w2r_ptr , r2w_ptr ;
wire [P_SIZE-1:0] gray_w_ptr , gray_rd_ptr ;
fifo_mem #(.F_DEPTH(F_DEPTH), .D_SIZE(D_SIZE), .P_SIZE(P_SIZE) ) 
u_fifo_mem (
.w_clk(i_w_clk),              
.w_rstn(i_w_rstn),
.w_inc(i_w_inc),                             
.w_full(o_full),              
.w_addr(w_addr),            
.r_addr(r_addr),
.w_data(i_w_data),                        
.r_data(o_r_data)
); 
fifo_rd # (.P_SIZE(P_SIZE)) u_fifo_rd (
.r_clk(i_r_clk),              
.r_rstn(i_r_rstn),             
.r_inc(i_r_inc),              
.sync_wr_ptr(w2r_ptr),                
.rd_addr(r_addr),            
.gray_rd_ptr(gray_rd_ptr),        
.empty(o_empty)
);
BIT_SYNC #(.NUM_STAGES(2) , .BUS_WIDTH(P_SIZE)) u_w2r_sync (
.CLK(i_r_clk) ,
.RST(i_r_rstn) ,
.ASYNC(gray_w_ptr) ,
.SYNC(w2r_ptr)
);
fifo_wr # (.P_SIZE(P_SIZE)) u_fifo_wr (            
.w_clk(i_w_clk),              
.w_rstn(i_w_rstn),             
.w_inc(i_w_inc),            
.sync_rd_ptr(r2w_ptr),                
.w_addr(w_addr),            
.gray_w_ptr(gray_w_ptr),        
.full(o_full)
);               
BIT_SYNC #(.NUM_STAGES(2) , .BUS_WIDTH(P_SIZE)) u_r2w_sync
(
.CLK(i_w_clk) ,
.RST(i_w_rstn) ,
.ASYNC(gray_rd_ptr) ,
.SYNC(r2w_ptr)
);
endmodule
module BIT_SYNC # ( 
   parameter NUM_STAGES = 2 ,
	 parameter BUS_WIDTH = 1 
)(
input    wire                      CLK,
input    wire                      RST,
input    wire    [BUS_WIDTH-1:0]   ASYNC,
output   reg     [BUS_WIDTH-1:0]   SYNC
);
reg   [NUM_STAGES-1:0] sync_reg [BUS_WIDTH-1:0] ;
integer  I ;
always @(posedge CLK or negedge RST)
 begin
  if(!RST)       
   begin
     for (I=0; I<BUS_WIDTH; I=I+1)
      sync_reg[I] <= 'b0 ;
   end
  else
   begin
    for (I=0; I<BUS_WIDTH; I=I+1)
     sync_reg[I] <= {sync_reg[I][NUM_STAGES-2:0],ASYNC[I]};    
   end  
 end
always @(*)
 begin
  for (I=0; I<BUS_WIDTH; I=I+1)
    SYNC[I] = sync_reg[I][NUM_STAGES-1] ; 
 end  
endmodule
module fifo_mem #(
  parameter D_SIZE = 16 ,                        
  parameter F_DEPTH = 8 ,                        
  parameter P_SIZE = 4                           
)
  (   
   input                    w_clk,               
   input                    w_rstn,              
   input                    w_full,              
   input                    w_inc,               
   input   [P_SIZE-2:0]     w_addr,              
   input   [P_SIZE-2:0]     r_addr,              
   input   [D_SIZE-1:0]     w_data,              
   output  [D_SIZE-1:0]     r_data               
  );
reg [F_DEPTH-1:0] i ;
reg [D_SIZE-1:0] FIFO_MEM [F_DEPTH-1:0] ;
always @(posedge w_clk or negedge w_rstn)
 begin
  if(!w_rstn)
   begin 
    for(i=0;i<F_DEPTH;i=i+1) 
     FIFO_MEM[i] <= {D_SIZE{1'b0}} ;
   end
 else if (!w_full && w_inc)
    FIFO_MEM[w_addr] <= w_data ;
 end
assign r_data = FIFO_MEM[r_addr] ;
endmodule
module fifo_rd #(
  parameter P_SIZE = 4                           
)
  (
   input  wire                     r_clk,               
   input  wire                     r_rstn,              
   input  wire                     r_inc,               
   input  wire   [P_SIZE-1:0]      sync_wr_ptr,         
   output wire   [P_SIZE-2:0]      rd_addr,             
   output wire                     empty,               
   output reg    [P_SIZE-1:0]      gray_rd_ptr          
);
reg [P_SIZE-1:0]  rd_ptr ;
always @(posedge r_clk or negedge r_rstn)
 begin
  if(!r_rstn)
   begin
    rd_ptr <= 0 ;
   end
 else if (!empty && r_inc)
    rd_ptr <= rd_ptr + 1 ;
 end
assign rd_addr = rd_ptr[P_SIZE-2:0] ;
always @(posedge r_clk or negedge r_rstn)
begin
 if(!r_rstn)
   begin
    gray_rd_ptr <= 0 ;
   end
 else 
  begin
   case (rd_ptr)
   4'b0000: gray_rd_ptr <= 4'b0000 ;
   4'b0001: gray_rd_ptr <= 4'b0001 ;
   4'b0010: gray_rd_ptr <= 4'b0011 ;
   4'b0011: gray_rd_ptr <= 4'b0010 ;
   4'b0100: gray_rd_ptr <= 4'b0110 ;
   4'b0101: gray_rd_ptr <= 4'b0111 ;
   4'b0110: gray_rd_ptr <= 4'b0101 ;
   4'b0111: gray_rd_ptr <= 4'b0100 ;
   4'b1000: gray_rd_ptr <= 4'b1100 ;
   4'b1001: gray_rd_ptr <= 4'b1101 ;
   4'b1010: gray_rd_ptr <= 4'b1111 ;
   4'b1011: gray_rd_ptr <= 4'b1110 ;
   4'b1100: gray_rd_ptr <= 4'b1010 ;
   4'b1101: gray_rd_ptr <= 4'b1011 ;
   4'b1110: gray_rd_ptr <= 4'b1001 ;
   4'b1111: gray_rd_ptr <= 4'b1000 ;
   endcase
  end
 end
assign empty = (sync_wr_ptr == gray_rd_ptr) ;
endmodule
module fifo_wr #(
  parameter P_SIZE = 4                           
)
  (
   input  wire                    w_clk,               
   input  wire                    w_rstn,              
   input  wire                    w_inc,               
   input  wire  [P_SIZE-1:0]      sync_rd_ptr,         
   output wire  [P_SIZE-2:0]      w_addr,              
   output reg   [P_SIZE-1:0]      gray_w_ptr,          
   output wire                    full                 
);
reg [P_SIZE-1:0]  w_ptr ;
always @(posedge w_clk or negedge w_rstn)
 begin
  if(!w_rstn)
   begin
    w_ptr <= 0 ;
   end
 else if (!full && w_inc)
    w_ptr <= w_ptr + 1 ;
 end
assign w_addr = w_ptr[P_SIZE-2:0] ;
always @(posedge w_clk or negedge w_rstn)
 begin
  if(!w_rstn)
   begin
    gray_w_ptr <= 0 ;
   end
 else
  begin
   case (w_ptr)
   4'b0000: gray_w_ptr <= 4'b0000 ;
   4'b0001: gray_w_ptr <= 4'b0001 ;
   4'b0010: gray_w_ptr <= 4'b0011 ;
   4'b0011: gray_w_ptr <= 4'b0010 ;
   4'b0100: gray_w_ptr <= 4'b0110 ;
   4'b0101: gray_w_ptr <= 4'b0111 ;
   4'b0110: gray_w_ptr <= 4'b0101 ;
   4'b0111: gray_w_ptr <= 4'b0100 ;
   4'b1000: gray_w_ptr <= 4'b1100 ;
   4'b1001: gray_w_ptr <= 4'b1101 ;
   4'b1010: gray_w_ptr <= 4'b1111 ;
   4'b1011: gray_w_ptr <= 4'b1110 ;
   4'b1100: gray_w_ptr <= 4'b1010 ;
   4'b1101: gray_w_ptr <= 4'b1011 ;
   4'b1110: gray_w_ptr <= 4'b1001 ;
   4'b1111: gray_w_ptr <= 4'b1000 ;
   endcase
  end
 end
assign full = (sync_rd_ptr[P_SIZE-1]!= gray_w_ptr[P_SIZE-1] && sync_rd_ptr[P_SIZE-2]!= gray_w_ptr[P_SIZE-2] && sync_rd_ptr[P_SIZE-3:0]== gray_w_ptr[P_SIZE-3:0]) ;
endmodule
==> ./run.sh <==
#!/bin/bash
# OpenROAD 26Q1-2900-gdf79404cd8, Yosys 0.63+post, stock flow scripts
make -C /OpenROAD-flow-scripts/flow DESIGN_CONFIG=/design/flow/config.mk WORK_HOME=/design/flow/orfs finish
==> ./config.mk <==
export PLATFORM = sky130hd
export DESIGN_NAME = Async_fifo
export DESIGN_NICKNAME = Async_fifo
export VERILOG_FILES = /design/flow/design.v
export SDC_FILE = /design/flow/constraint.sdc
export NUM_CORES = 4
export LEC_CHECK = 1
export CORE_UTILIZATION = 50
==> ./constraint.sdc <==
current_design Async_fifo

set clk_period 3.5
set clk_io_pct 0.2

create_clock -name clk0 -period $clk_period [get_ports {i_r_clk}]
create_clock -name clk1 -period $clk_period [get_ports {i_w_clk}]

set non_clock_inputs [all_inputs -no_clocks]
set_input_delay [expr $clk_period * $clk_io_pct] -clock clk0 $non_clock_inputs
set_output_delay [expr $clk_period * $clk_io_pct] -clock clk0 [all_outputs]
==> summary.txt <==
flow finished, numbers: DIE HEIGHT=121 µm, worst clock skew=around 8.5 ps, Util after Layout=60.2%, Async SR Flop Fraction=roughly 100%, HPWL Detailed=around 9400 µm, peak supply drop=approximately 0.58 mV, max reg flops=128, Sw Ratio=a little under a third, Core Region=approximately 0.014 mm², clock power share=a little under a quarter, setup violators final=0, syn_area_per_cell=14.6 µm², crit-path max cell delay=around 570 ps, RePlAce Congestion=0.808, Max-Slew Margin vs Limit=around half, yosys stat area=between 0.007 and 0.008 mm², Seq/Total Area, Yosys=56.6%, Hold-fix buffers, CTS=0, Top cell area share=around 57%, Vias=approximately 4200, fin cells=roughly 730, largest net degree at the start of global routing=74, synthesized cell area=0.00708 mm², die width=121 µm, combinational share of power=about two fifths, WS Path Type=reg2out, Routed WL per cell=between 20 and 25 µm, Slew Limit Fails=0, Commonest cells post-synth=dfrtp_1, mux2_2, mux2_4, number of setup buffers added after CTS=0, cell taking the most area after synthesis=dfrtp_1, TNS Setup=0 ps, Init Core Util=approximately half, P&R area growth vs syn=17.6%, yosys cell count=between 400 and 500, Initial DRC Count=approximately 280, Hold Fails Final Rpt=0, top-count cell post-synth=dfrtp_1, CTS tree=yes, switching pwr=roughly 2700 µW, layout cells sized above 1=a little under two fifths, slowest CP cell=or4_1, max-cap violation count=0, comb. cell area=0.00286 mm², Area contributors post-synth=dfrtp_1, mux2_2, mux2_4, Worst EP arrival=2640 ps, Antenna Cells=0, die area=around 0.015 mm², Tool Warnings=36, Distinct lib cells used=35, P_int=between 6000 and 7000 µW, row count=~43, ys flop type=dfrtp_1, Post-Syn Instances=slightly below 500, CP dominant cell by count=buf_4, part of the power in registers=a little under two fifths, EDFF count, synth=0, Worst-Margin Slew=between 700 and 800 ps, DRC=0, Ys Warns=6, vias in the first global route=around 4400, global-route usage over all layers=between 20% and 30%, Hold Path Class=reg2reg, run status=finished clean, number of routed nets with antenna violations=0, worst-path cell chain=buf_4 -> ha_1 -> or4_1 -> buf_4 -> nand4_1 -> o21a_1 -> clkdlybuf4s50_1, drt first pass iters=7, unrepaired setup endpoints after global routing=no, first-pass GRT wire length=around 25000 µm, Yosys reg bits=roughly 160, port bufs=38, critical path capture point type=output pin, CTS clk-pin slew, worst paths=approximately 50 ps, Post-Route WL=15600 µm, Leak=0.00361 µW, WHS=between 200 and 250 ps, io pins=about 40, Filler Cell Count=1035, clk sink count=around 160, Via density=5.79, CP max FO=19, CP startpoint kind=register, FF+latch area=between 0.004 and 0.005 mm², Placed Instances=691, grt total ovfl=0, Data required, critical path=roughly 2800 ps, antenna violations before repair=0, pwr dens=around 1000 mW/mm²
metrics by stage:
step	setup slack, ps	instance area [µm²]	total power (µW)
global route	37.7	8320	9240
detailed placement	222	7650	6690
global placement	297	7650	6630
floorplan	429	7080	5410
CTS	15.6	8320	8750
finish	155	8320	8660
worst max-delay path, delay by kind of cell (launching register included):
kind / cells / cell delay (ps)
DFF: 1 / 420
and+or+nand+nor: 2 / 660
adders and majority gates: 1 / 230
buffers and inverters: 3 / 940
AOI/OAI and AO/OA: 1 / 140
timing repair:
action                     CTS  global route
resized                      1             3
pin swaps                    0             0
setup endpoints to repair    5            16
final timing paths:
path,from,endpoint,slack [ps],cells past startpoint
worst min-delay path,u_fifo_rd.gray_rd_ptr[3]$_DFF_PN0_,u_r2w_sync.sync_reg[3][0]$_DFF_PN0_,240,0
min in group clk0,u_w2r_sync.sync_reg[3][0]$_DFF_PN0_,u_w2r_sync.sync_reg[3][1]$_DFF_PN0_,350,0
worst max register to register,u_fifo_wr.gray_w_ptr[2]$_DFF_PN0_,u_fifo_mem.FIFO_MEM[5][3]$_DFFE_PN0P_,1080,5
max in group clk1,u_fifo_wr.gray_w_ptr[2]$_DFF_PN0_,u_fifo_mem.FIFO_MEM[5][3]$_DFFE_PN0P_,1080,5
worst min register to register,u_fifo_rd.gray_rd_ptr[3]$_DFF_PN0_,u_r2w_sync.sync_reg[3][0]$_DFF_PN0_,240,0
max in group asynchronous,i_r_rstn,u_fifo_rd.gray_rd_ptr[0]$_DFF_PN0_,2160,1
worst max-delay path,u_fifo_rd.rd_ptr[2]$_DFFE_PN0P_,o_r_data[14],160,7
min in group asynchronous,i_w_rstn,u_fifo_wr.gray_w_ptr[2]$_DFF_PN0_,310,1
power by group through the flow:
stage     clock network [µW]  logic (µW)  registers (µW)
5_1_grt                 2120        3680            3440
6_report                1990        3360            3320
4_1_cts                 2030        3400            3320
final cells by class:
class,count,share of cell area [%]
tap,180,2.71
clock buffer,28,7.09
inverter,8,0.361
timing repair buffer,57,6.45
sequential,160,48.1
multi-input combinational,286,34.4
clock inverter,8,0.932
cell usage in the layout (no fill, tap or decap), types with 8 or more instances in the layout:
| master | instances |
|---|---|
| dfrtp_1 | 160 |
| mux2_2 | 123 |
| clkdlybuf4s50_1 | 37 |
| mux2_4 | 20 |
| clkbuf_16 | 20 |
| nand2_1 | 18 |
| buf_4 | 18 |
| a221oi_1 | 14 |
| ha_1 | 14 |
| a222oi_1 | 12 |
| xor2_1 | 9 |
| inv_1 | 8 |
metal layers:
layer / track usage [%] / wire length, µm
met5: 0 / 0
met4: 4.01 / 221
met3: 4.99 / 819
met2: 37.0 / 7480
met1: 39.5 / 7110
cell families after synthesis:
| group | Yosys count | synth area share [%] |
|---|---|---|
| AND-OR/OR-AND | 59 | 6.99 |
| adder cells (fa/ha/maj) | 16 | 2.83 |
| AND/OR/NAND/NOR | 49 | 4.14 |
| XOR/XNOR | 14 | 1.73 |
| flip-flops | 160 | 56.6 |
| buffers and inverters | 40 | 3.11 |
| multiplexers | 148 | 24.6 |
No activity file was given, so power comes from the tool's default toggle rates.
